## config.mk

```make
export PLATFORM = sky130hd
export DESIGN_NAME = wr_circ_buf_ctrl
export DESIGN_NICKNAME = wr_circ_buf_ctrl
export VERILOG_FILES = /design/flow/design.v
export SDC_FILE = /design/flow/constraint.sdc
export NUM_CORES = 4
export LEC_CHECK = 1
export CORE_AREA = 10 10 70 70
export DIE_AREA = 0 0 80 80
```

## constraint.sdc

```tcl
current_design wr_circ_buf_ctrl

set clk_period 1.7
set clk_io_pct 0.2

create_clock -name clk0 -period $clk_period [get_ports {clk}]

set non_clock_inputs [all_inputs -no_clocks]
set_input_delay [expr $clk_period * $clk_io_pct] -clock clk0 $non_clock_inputs
set_output_delay [expr $clk_period * $clk_io_pct] -clock clk0 [all_outputs]
```

## design.v

```verilog
module wr_circ_buf_ctrl (
     input clk
    ,input rst
    ,input                                      src_wr_buf_req_val
    ,output logic                               wr_buf_src_req_rdy
    ,input                                      src_wr_buf_req_data_val
    ,output logic                               wr_buf_src_req_data_rdy
    ,output logic                               wr_buf_src_wr_req_done
    ,input                                      src_wr_buf_wr_req_done_rdy
    ,output logic                               wr_buf_wr_mem_req_val
    ,input                                      wr_mem_wr_buf_req_rdy
    ,output logic                               wr_buf_wr_mem_req_data_val
    ,input  logic                               wr_mem_wr_buf_req_data_rdy
    ,output logic                               wr_buf_wr_mem_wr_req_done_rdy
    ,input                                      wr_mem_wr_buf_wr_req_done
    ,input  logic                               split_req
    ,input  logic                               save_reg_has_unused
    ,input  logic                               datap_ctrl_need_input
    ,output logic                               store_req_metadata
    ,output logic                               update_wr_req_metadata
    ,output logic                               init_curr_req_rem_bytes
    ,output logic                               update_curr_req_rem_bytes
    ,output logic                               store_save_reg
    ,output logic                               store_save_reg_shift
    ,output logic                               clear_save_reg_shift
    ,input  logic                               datap_ctrl_last_wr
);
    typedef enum logic[2:0] {
        READY = 3'd0,
        MAKE_REQ = 3'd1,
        BUF_DATA = 3'd3,
        SEND_DATA = 3'd4,
        WAIT_REQ = 3'd5,
        UND = 'X
    } state_e;
    state_e state_reg;
    state_e state_next;
    always_ff @(posedge clk) begin
        if (rst) begin
            state_reg <= READY;
        end
        else begin
            state_reg <= state_next;
        end
    end
    always_comb begin
        store_req_metadata = 1'b0;
        update_wr_req_metadata = 1'b0;
        init_curr_req_rem_bytes = 1'b0;
        update_curr_req_rem_bytes = 1'b0;
        wr_buf_wr_mem_req_val = 1'b0;
        wr_buf_wr_mem_req_data_val = 1'b0;
        wr_buf_wr_mem_wr_req_done_rdy = 1'b0;
        wr_buf_src_req_rdy = 1'b0;
        wr_buf_src_req_data_rdy = 1'b0;
        wr_buf_src_wr_req_done = 1'b0;
        store_save_reg = 1'b0;
        store_save_reg_shift = 1'b0;
        clear_save_reg_shift = 1'b0;
        state_next = state_reg;
        case (state_reg) 
            READY: begin
                wr_buf_src_req_rdy = 1'b1;
                if (src_wr_buf_req_val) begin
                    store_req_metadata = 1'b1;
                    init_curr_req_rem_bytes = 1'b1; 
                    clear_save_reg_shift = 1'b1;
                    state_next = MAKE_REQ;
                end
                else begin
                    state_next = READY;
                end
            end
            MAKE_REQ: begin
                wr_buf_wr_mem_req_val = 1'b1;
                if (wr_mem_wr_buf_req_rdy) begin
                    init_curr_req_rem_bytes = 1'b1;
                    if (save_reg_has_unused) begin
                        state_next = SEND_DATA;
                    end
                    else begin
                        state_next = BUF_DATA;
                    end
                end
                else begin
                    state_next = MAKE_REQ;
                end
            end
            BUF_DATA: begin
                store_save_reg = src_wr_buf_req_data_val;
                wr_buf_src_req_data_rdy = 1'b1;
                if (src_wr_buf_req_data_val) begin
                    state_next = SEND_DATA;        
                end
                else begin
                    state_next = BUF_DATA;
                end
            end
            SEND_DATA: begin
                if (datap_ctrl_last_wr) begin
                    if (datap_ctrl_need_input) begin
                        wr_buf_wr_mem_req_data_val = src_wr_buf_req_data_val;
                        wr_buf_src_req_data_rdy = wr_mem_wr_buf_req_data_rdy;
                        if (src_wr_buf_req_data_val & wr_mem_wr_buf_req_data_rdy) begin
                            state_next = WAIT_REQ;
                        end
                        else begin
                            state_next = SEND_DATA; 
                        end
                    end
                    else begin
                        wr_buf_wr_mem_req_data_val = 1'b1;
                        if (wr_mem_wr_buf_req_data_rdy) begin
                            state_next = WAIT_REQ;
                        end
                        else begin
                            state_next = SEND_DATA;
                        end
                    end
                end
                else begin
                    wr_buf_wr_mem_req_data_val = src_wr_buf_req_data_val;
                    wr_buf_src_req_data_rdy = wr_mem_wr_buf_req_data_rdy;
                    state_next = SEND_DATA;
                    if (src_wr_buf_req_data_val & wr_mem_wr_buf_req_data_rdy) begin
                        store_save_reg = 1'b1;
                        update_curr_req_rem_bytes = 1'b1;
                    end
                end
            end
            WAIT_REQ: begin
                if (split_req) begin
                    wr_buf_wr_mem_wr_req_done_rdy = 1'b1;
                    if (wr_mem_wr_buf_wr_req_done) begin
                        store_save_reg_shift = 1'b1;
                        update_wr_req_metadata = 1'b1;
                        state_next = MAKE_REQ;
                    end
                    else begin
                        state_next = WAIT_REQ;
                    end
                end
                else begin
                    wr_buf_src_wr_req_done = wr_mem_wr_buf_wr_req_done;
                    wr_buf_wr_mem_wr_req_done_rdy = src_wr_buf_wr_req_done_rdy;
                    if (wr_mem_wr_buf_wr_req_done & src_wr_buf_wr_req_done_rdy) begin
                        state_next = READY;
                    end
                    else begin
                        state_next = WAIT_REQ;
                    end
                end
            end
        endcase
    end
endmodule
```

## run.sh

```bash
#!/bin/bash
# OpenROAD 26Q1-2900-gdf79404cd8, Yosys 0.63+post, stock flow scripts
make -C /OpenROAD-flow-scripts/flow DESIGN_CONFIG=/design/flow/config.mk WORK_HOME=/design/flow/orfs finish
```

==> run summary <==
Asr flop ratio synth: 0%
Hold Buf Count CTS: 0
Reg clk slew, reported paths: 0.04 ns
RR Startpoint: state_reg[3]
Count leader, synth: nand2_1
Number of flip-flops in the largest register: 5
Die x size: 80 um
First-pass DRT Iterations: 2
Distinct lib cells: 22
Setup Skew: 0.00108 ns
Worst-case reg-to-reg path depth: 4
Logic area: 198 um^2
Initial Util: 8.79%
First-pass GRT wire length: 1900 um
Largest net degree at the start of global routing: 7
WP data arrival: 1.29 ns
Ys cells: 39
Final core utilization: 21.3%
Syn avg cell area: 7.70 um^2
Sequential cell area: 101 um^2
Final Cell Area: 727 um^2
Final HPWL DP: 1010 um
Tot Pwr: 0.361 mW
Routed via count: 404
Dominant cell type by area after synthesis: dfxtp_1
CTS Buffer Depth: 2
Crit path DRT: 1.36 ns
Mux cell area share: 0%
Hold EP: state_reg[3]
Cell total after placement: 117
Power Internal: 0.272 mW
Routed WL per cell: 9.80 um
Placed Area: 658 um^2
Clk Tree Root Cell: clkbuf_4
Rel. slew slack: 81.6%
Vias in the first global route: 428
Row count: 21
Dominant kind of combinational cell: AND-OR/OR-AND gates
Drt initial violations: 2
Syn. warnings: 1
Status: finished clean
Initial antenna violation count: 0
Max VDD drop: 317 uV
Worst setup EP type: primary output
R2R Setup Slk: 0.69 ns
Final hold vios: 0
Post-Synth AOI/OAI Area: 28.8%
Net Switching: 0.0886 mW
Yosys chip area: 300 um^2
CP Class: input port to primary output
Core Region: 3420 um^2
Total CTS buffers: 3
Crit start category: input port
Area Growth Syn to Fin: 142%
Synthesized cell area: 300 um^2
Top cells by count, synth: nand2_1, dfxtp_1, inv_1
Syn Inst Count: 39
Pwr per Cell Area: 496 nW/um^2
Slew Limit Fails: 0
Hold_sp: state_reg[3]
Worst reg2reg endpoint: state_reg[0]
Top cells, area: dfxtp_1, nand2_1, inv_1, buf_4, nor2_1
Dominant register cell: dfxtp_1
Total track usage: 3.80%
Adder share: 0%
CTS Sinks: 5
Detail Route Antenna Nets: 0
Post-Route WL: 1210 um
Non-Filler Instances: 123
Net Sw Frac: 24.6%
Worst Tran Pin Value: 0.275 ns
Share of layout cells above drive strength 1: 36.4%
Post-synth EDFFs: 0
Comb pwr share: 25.3%
Post-synth regs: 5
H-Tree Depth: 1
Final worst-path cycle share: 96.1%
Max_cap viols: 0
Final setup violation count: 0
Max-area cell share: 33.3%
RSZ-0062 raised after global routing: false
HP Class: register to register
DR vias/cell: 3.28
Reg power frac: 35.5%
Peak Freq: 612 MHz
Fin crit period: 1.63 ns
Die Area: 6400 um^2
XORs/XNORs by Area: 0%
# diodes: 0
Post-synth seq share: 33.3%
CTS tree: built
Port Buf Inserts: 24
Tool Warnings: 25
Final GP Congestion: 0.703
I/O pins: 25
Simple share: 26.7%
P_leak: 0.350 nW
Die height: 80 um
Clk pwr share: 39.2%
GRT overflow: 0
DRC: 0
Clk latency late pin: 0.24 ns
Hold Path Stages: 2
Fill cells: 392
Crit-path max FO: 2
[worst max-delay path: stages]
cell,delay [ns]
dlygate4sd2_1,0.22
inv_2,0.06
nor3_4,0.18
clkdlybuf4s50_1,0.49
[cells by family (layout without fill, tap and decap cells)]
logic type,Yosys count,after routing
compound gates,11,11
buf+inv,7,45
simple gates,16,16
flops,5,5
[power by group through the flow]
stage                 Sequential [mW]  Combinational (mW)  Clock [mW]
after CTS                       0.128              0.0940       0.146
after global routing            0.129               0.100       0.162
final                           0.128              0.0911       0.141
[cells in the final DEF (no fill, tap or decap), types with 2 or more instances in the layout]
cell type,n
dlymetal6s2s_1,2
clkdlybuf4s50_1,12
clkbuf_4,3
nand2_2,2
buf_4,12
nor2_1,3
dfxtp_1,4
inv_1,3
dlygate4sd2_1,9
inv_2,2
nand2_1,4
[per-layer routing]
layer	wire, um	GRT usage [%]	part of all wire [%]	vias to the layer above
li1	-	-	-	210
met1	619	4.93	51	172
met2	417	5.14	35	22
met3	169	2.84	14	0
met4	0	0.176	0	0
met5	0	0	0	-
[timing repair]
item                                    in CTS  in global routing
endpoints found under the setup margin      11                  3
pin swaps                                    3                  3
resized                                     23                  2
buffers inserted                             2                  0
[how the worst max path moves through the flow]
| stage | start | to | slack, ns |
|---|---|---|---|
| after CTS | state_reg[1] | update_curr_req_rem_bytes | 0.005 |
| after global routing | state_reg[3] | update_wr_req_metadata | 0.003 |
| final | src_wr_buf_req_data_val | update_curr_req_rem_bytes | 0.07 |
[area by class of cell]
type | count | area share (%)
Inverter | 5 | 2.58
Tap cell | 46 | 7.92
Multi-Input combinational cell | 27 | 27.2
Sequential cell | 5 | 13.9
Timing Repair Buffer | 36 | 44.8
Clock buffer | 4 | 3.61
[through the flow]
stage	TNS [ns]	hold slack, ns	setup WS [ns]
global placement	-1.96	0.482	-0.305
floorplan	0	0.409	0.736
finish	0	0.502	0.0655
global route	0	0.546	0.00315
detailed placement	-2.10	0.487	-0.344
CTS	0	0.506	0.00493
Power is estimated from default activity; no workload was simulated.
