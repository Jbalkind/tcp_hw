File: flow/constraint.sdc
current_design rx_payload_store_buf_cp_ctrl

set clk_period 1.6
set clk_io_pct 0.2

create_clock -name clk0 -period $clk_period [get_ports {clk}]

set non_clock_inputs [all_inputs -no_clocks]
set_input_delay [expr $clk_period * $clk_io_pct] -clock clk0 $non_clock_inputs
set_output_delay [expr $clk_period * $clk_io_pct] -clock clk0 [all_outputs]
File: flow/config.mk
export PLATFORM = sky130hd
export DESIGN_NAME = rx_payload_store_buf_cp_ctrl
export DESIGN_NICKNAME = rx_payload_store_buf_cp_ctrl
export VERILOG_FILES = /design/flow/design.v
export SDC_FILE = /design/flow/constraint.sdc
export NUM_CORES = 4
export LEC_CHECK = 1
export CORE_AREA = 10 10 73 73
export DIE_AREA = 0 0 83 83
File: flow/design.v
module rx_payload_store_buf_cp_ctrl (
     input clk
    ,input rst
    ,output logic                                   read_store_buf_q_req_val
    ,input logic                                    read_store_buf_q_empty
    ,output logic                                   store_buf_tmp_buf_store_rx_rd_req_val
    ,input  logic                                   tmp_buf_store_store_buf_rx_rd_req_rdy
    ,input  logic                                   tmp_buf_store_store_buf_rx_rd_resp_val
    ,output logic                                   store_buf_tmp_buf_store_rx_rd_resp_rdy
    ,output logic                                   store_buf_tmp_buf_free_slab_rx_req_val
    ,input  logic                                   tmp_buf_free_slab_store_buf_rx_req_rdy
    ,output logic                                   store_buf_commit_ptr_rd_req_val
    ,input  logic                                   commit_ptr_store_buf_rd_req_rdy
    ,input  logic                                   commit_ptr_store_buf_rd_resp_val
    ,output logic                                   store_buf_commit_ptr_rd_resp_rdy
    ,output logic                                   store_buf_commit_ptr_wr_req_val
    ,input  logic                                   commit_ptr_store_buf_wr_req_rdy
    ,output logic                                   ctrl_wr_buf_req_val   
    ,input  logic                                   wr_buf_ctrl_req_rdy
    ,output logic                                   ctrl_wr_buf_req_data_val
    ,input  logic                                   wr_buf_ctrl_req_data_rdy
    ,input  logic                                   wr_buf_ctrl_wr_req_done
    ,output logic                                   ctrl_wr_buf_wr_req_done_rdy
    ,output logic                                   save_q_entry
    ,output logic                                   save_commit_ptr
    ,output logic                                   init_tmp_buf_rd_metadata
    ,output logic                                   update_tmp_buf_rd_metadata
    ,input  logic                                   last_transfer
    ,input  logic                                   accept_payload
    ,input  logic                                   pkt_len_0
);
    typedef enum logic[2:0] {
        READY = 3'd0,
        COMMIT_PTR_RESP = 3'd1,
        WR_REQ = 3'd2,
        DATA_COPY_START = 3'd3,
        DATA_COPY = 3'd4,
        DATA_COPY_WAIT = 3'd5,
        UPDATE_POINTER = 3'd6,
        FREE_NON_ACCEPTED = 3'd7,
        UND = 'X
    } state_e;
    state_e state_reg;
    state_e state_next;
    always_ff @(posedge clk) begin
        if (rst) begin
            state_reg <= READY;
        end
        else begin
            state_reg <= state_next;
        end
    end
    always_comb begin
        ctrl_wr_buf_req_val = 1'b0;
        ctrl_wr_buf_req_data_val = 1'b0;
        ctrl_wr_buf_wr_req_done_rdy = 1'b0;
        read_store_buf_q_req_val = 1'b0;
        save_q_entry = 1'b0;
        save_commit_ptr = 1'b0;
        init_tmp_buf_rd_metadata = 1'b0;
        update_tmp_buf_rd_metadata = 1'b0;
        store_buf_tmp_buf_store_rx_rd_req_val = 1'b0;
        store_buf_tmp_buf_store_rx_rd_resp_rdy = 1'b1;
        store_buf_commit_ptr_rd_req_val = 1'b0;
        store_buf_commit_ptr_rd_resp_rdy = 1'b0;
        store_buf_tmp_buf_free_slab_rx_req_val = 1'b0;
        store_buf_commit_ptr_wr_req_val = 1'b0;
        state_next = state_reg;
        case (state_reg)
            READY: begin
                if (~read_store_buf_q_empty) begin
                    read_store_buf_q_req_val = 1'b1;
                    save_q_entry = 1'b1;
                    if (pkt_len_0) begin
                        state_next = READY;
                    end
                    else if (~accept_payload) begin
                        state_next = FREE_NON_ACCEPTED;
                    end
                    else if (commit_ptr_store_buf_rd_req_rdy) begin
                        store_buf_commit_ptr_rd_req_val = 1'b1;
                        init_tmp_buf_rd_metadata = 1'b1;
                        state_next = COMMIT_PTR_RESP;
                    end
                end
            end
            COMMIT_PTR_RESP: begin
                store_buf_commit_ptr_rd_resp_rdy = 1'b1;
                if (commit_ptr_store_buf_rd_resp_val) begin
                    save_commit_ptr = 1'b1;
                    state_next = DATA_COPY_START;
                end
                else begin
                    state_next = COMMIT_PTR_RESP;
                end
            end
            DATA_COPY_START: begin
                if (wr_buf_ctrl_req_rdy & tmp_buf_store_store_buf_rx_rd_req_rdy) begin
                    ctrl_wr_buf_req_val = 1'b1;
                    store_buf_tmp_buf_store_rx_rd_req_val = 1'b1;
                    state_next = DATA_COPY;
                end
                else begin
                    state_next = DATA_COPY_START;
                end
            end
            DATA_COPY: begin
                ctrl_wr_buf_req_data_val = tmp_buf_store_store_buf_rx_rd_resp_val;
                store_buf_tmp_buf_store_rx_rd_resp_rdy = wr_buf_ctrl_req_data_rdy;
                store_buf_tmp_buf_store_rx_rd_req_val = 1'b1;
                if (tmp_buf_store_store_buf_rx_rd_resp_val & wr_buf_ctrl_req_data_rdy) begin
                    if (last_transfer) begin
                        state_next = DATA_COPY_WAIT;
                    end
                    else begin
                        update_tmp_buf_rd_metadata = 1'b1;
                        state_next = DATA_COPY;
                    end
                end
                else begin
                    state_next = DATA_COPY;
                end
            end
            DATA_COPY_WAIT: begin
                ctrl_wr_buf_wr_req_done_rdy = 1'b1;
                if (wr_buf_ctrl_wr_req_done) begin
                    state_next = UPDATE_POINTER;
                end
                else begin
                    state_next = DATA_COPY_WAIT;
                end
            end
            UPDATE_POINTER: begin
                if (commit_ptr_store_buf_wr_req_rdy & tmp_buf_free_slab_store_buf_rx_req_rdy) begin
                    store_buf_tmp_buf_free_slab_rx_req_val = 1'b1;
                    store_buf_commit_ptr_wr_req_val = 1'b1;
                    state_next = READY;
                end
                else begin
                    state_next = UPDATE_POINTER;
                end
            end
            FREE_NON_ACCEPTED: begin
                store_buf_tmp_buf_free_slab_rx_req_val = 1'b1;
                if (tmp_buf_free_slab_store_buf_rx_req_rdy) begin
                    state_next = READY;
                end
                else begin
                    state_next = FREE_NON_ACCEPTED;
                end
            end
            default: begin
                ctrl_wr_buf_req_val = 'X;
                ctrl_wr_buf_req_data_val = 'X;
                ctrl_wr_buf_wr_req_done_rdy = 'X;
                read_store_buf_q_req_val = 'X;
                save_q_entry = 'X;
                save_commit_ptr = 'X;
                init_tmp_buf_rd_metadata = 'X;
                update_tmp_buf_rd_metadata = 'X;
                store_buf_tmp_buf_store_rx_rd_req_val = 'X;
                store_buf_tmp_buf_store_rx_rd_resp_rdy = 'X;
                store_buf_commit_ptr_rd_req_val = 'X;
                store_buf_commit_ptr_rd_resp_rdy = 'X;
                store_buf_tmp_buf_free_slab_rx_req_val = 'X;
                store_buf_commit_ptr_wr_req_val = 'X;
                state_next = UND;
            end
        endcase
    end
endmodule
File: flow/run.sh
#!/bin/bash
# OpenROAD 26Q1-2900-gdf79404cd8, Yosys 0.63+post, stock flow scripts
make -C /OpenROAD-flow-scripts/flow DESIGN_CONFIG=/design/flow/config.mk WORK_HOME=/design/flow/orfs finish
==> deck_impl_summary.md <==
Run Summary

Worst setup path
  • CP arrival: 1.65 ns
  • CP Max Fanout: 5
  • Worst EP required: 1.28 ns
  • Worst reg2reg path depth: 12
  • Nature of the critical path endpoint: output pin
  • R2R setup slack: 0.08 ns
  • Reg2reg end: state_reg[0]
  • Critical R2R Launch: state_reg[2]
  • Critical path class: reg -> out
  • Worst setup SP type: flop

Yosys
  • Post-Syn Area per Cell: 7.48 µm²
  • Count of different cell masters after synthesis: 21
  • Ys cells: 55
  • Main flop type: dfxtp_1
  • Yosys stat chip area: 412 µm²
  • Synth mux share: 0%
  • Seq share, synth: 34.0%
  • Yosys Warn Count: 1
  • Yosys xor share: 0%
  • Post-synth ARST share: 0%
  • Main area contributors: dfxtp_1 34%, nor2_1 6.4%, a21oi_1 4.9%, nor3_1 4.9%, nand2_1 4.6%
  • Top cells by count, synth: 7 x dfxtp_1, 7 x nor2_1, 5 x nand2_1, 4 x a21oi_1, 4 x nor3_1
  • Yosys top cell area share: 34.0%
  • Comb area leader: simple AND/OR/NAND/NOR gates
  • Yosys reg bits: 7
  • Cell accounting for the most synthesized area: dfxtp_1
  • Post-Syn Area: 412 µm²
  • Post-Synthesis Cells: 55
  • Simple-Gate Area Share: 45.9%
  • Post-synth EDFFs: 0
  • Adder share: 0%
  • Area fraction in compound gates: 14.3%

Floorplanning
  • Number of cell rows: 22
  • I/O pins: 29
  • Die Y: 83 µm
  • Die width: 83 µm
  • Initial Util: 11.0%
  • Die ar.: 6890 µm²
  • Core outline area: 3740 µm²

GRT
  • Global route overflow: 0
  • Initial antenna violation count: 0
  • Number of global-route vias before repair: 683
  • GRT Total Usage: 5.34%
  • First-pass GRT wire length: 3190 µm
  • Pin count of the biggest net entering global routing: 8

Pwr
  • Switch share: 23.1%
  • Cell area power density: 499 nW/µm²
  • Clock share of power: 40.6%
  • VDD IR max: 0.000387 V
  • Internal power: 0.456 mW
  • Seq pwr share: 30.7%
  • LEAKAGE: 0.503 nW
  • Psw: 0.137 mW
  • Gate power share: 28.7%

Min path
  • Min-Delay Endpoint: state_reg[3]
  • Worst min-delay path category: reg -> reg
  • Hold path cells: 3
  • Hold path startpoint: state_reg[0]

Final timing
  • Fin. Hold Viols: 0
  • Final WS setup: -0.368 ns
  • Min Tclk post-route: 1.97 ns
  • Rel. slew slack: 81.5%
  • Fin. max-slew vios: 0
  • Final period utilization: 123%
  • Clock Skew: 0.00267 ns
  • Final setup fails: 12
  • Unrepaired setup endpoints after global routing: yes
  • Worst-margin pin slew: 0.276 ns
  • Hold slack: 0.626 ns
  • Fmax achieved: 508 MHz

Drt
  • Routed Wire Length: 1900 µm
  • Vias per inst: 3.79
  • Via count: 641
  • DRC Markers: 0
  • WL per Instance: 11.2 µm
  • Antenna Nets Post-Route: 0
  • Antenna cells: 0
  • Iteration-0 DRC count of the detailed router: 18
  • Pre-antenna DRT Iters: 4

Clock tree
  • Sink Count: 7
  • CTS tree: yes
  • CTS max path bufs: 2
  • CTS Hold Bufs: 0
  • Clk slew on worst S/H paths: 0.04 ns
  • H-tree depth: 1
  • CTS Buf Count: 3
  • Clk ins delay skew pair: 0.22 ns
  • CTS root buffer: clkbuf_8

Final layout
  • Gate Area: 399 µm²
  • Fill cells: 377
  • Seq. cell area: 146 µm²
  • Layout cells sized above 1: 62.8%
  • Final non-filler cell total: 169
  • Max FFs per register: 7
  • Synth-to-Final Area Change: 189%

Placed design
  • Buffers on Ports: 28
  • GP Congestion: 0.759
  • Dpl hpwl: 1380 µm
  • DP Cell Count: 149

Job
  • Max-cap violation count: 0
  • OpenROAD warnings: 28

Run status
  • Violated checks: negative setup slack
  • Outcome: finished with violations
-- stage by stage --
| step | setup TNS [ns] | total power, mW | setup slack, ns | area (µm²) | util [%] |
|---|---|---|---|---|---|
| 3_3_place_gp | -4.99 | 0.319 | -0.493 | 892 | 23.8 |
| 2_1_floorplan | -0.0253 | 0.215 | -0.0253 | 414 | - |
| 4_1_cts | -2.82 | 0.578 | -0.432 | 1100 | 29.3 |
| 6_report | -2.60 | 0.593 | -0.368 | 1190 | 31.8 |
| 5_1_grt | -3.51 | 0.629 | -0.418 | 1190 | 31.8 |
| 3_5_place_dp | -5.16 | 0.320 | -0.508 | 892 | 23.8 |
-- power groups by stage --
stage / Combinational (mW) / Sequential (mW) / Clock [mW]
finish: 0.171 / 0.182 / 0.241
CTS: 0.151 / 0.182 / 0.246
global route: 0.186 / 0.182 / 0.261
-- worst max path at each step --
stage / start / endpoint / slack, ns
CTS: state_reg[6] / store_buf_tmp_buf_store_rx_rd_resp_rdy / -0.43
finish: state_reg[4] / store_buf_tmp_buf_store_rx_rd_resp_rdy / -0.37
global route: state_reg[4] / store_buf_tmp_buf_store_rx_rd_resp_rdy / -0.42
-- repair_timing --
item / in CTS / in global routing
resized: 64 / 26
buffers inserted: 16 / 5
pin swaps: 13 / 12
endpoints found under the setup margin: 14 / 15
-- cell usage in the layout, fill, tap and decap left out, drive strengths merged --
| master | Yosys | final |
|---|---|---|
| nand3b | 2 | 2 |
| nand2 | 5 | 5 |
| a21oi | 4 | 4 |
| dfxtp | 7 | 7 |
| nor2b | 1 | 1 |
| clkdlybuf4s50 | 0 | 11 |
| buf | 3 | 49 |
| nand3 | 3 | 3 |
| nor2 | 7 | 7 |
| o31ai | 2 | 2 |
| nor4 | 3 | 3 |
| nand4 | 2 | 2 |
| nand2b | 3 | 3 |
| a32oi | 1 | 1 |
| a22oi | 2 | 2 |
| nor3 | 4 | 4 |
| and2 | 1 | 1 |
| or2b | 1 | 1 |
| nor4b | 1 | 1 |
| or4 | 2 | 2 |
| clkbuf | 0 | 6 |
| dlygate4sd2 | 0 | 3 |
| inv | 1 | 1 |
-- critical path, stage by stage, from the launching register on --
cell and delay [ns]:
dfxtp_2 0.31, or4_4 0.57, or4_1 0.41, buf_2 0.13
-- area by class of cell --
class,instances,area share (%)
Tap cell,48,5.05
Inverter,1,0.315
Clock buffer,4,3.79
Sequential cell,7,12.3
Multi-Input combinational cell,44,33.5
Timing Repair Buffer,65,45.0
-- routing by layer --
layer / vias to the layer above / track usage, % / wire [µm]
met1: 284 / 7.00 / 882
li1: 336 / - / -
met4: 0 / 0.308 / 4
met5: - / 0 / 0
met3: 2 / 2.46 / 152
met2: 19 / 8.17 / 856
-- kinds of logic (layout without fill, tap and decap cells) --
family                 count (synthesis)  in the layout
AND/OR/NAND/NOR                       35             35
buffers and inverters                  4             70
AND-OR/OR-AND                          9              9
flip-flops                             7              7
Power is estimated from default activity; no workload was simulated.
