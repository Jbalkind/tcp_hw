===== flow/design.v =====
module logger_addr_mux #(
     parameter LOG_ADDR_W = 13
)(
     input clk
    ,input rst
    ,input                  rd_cmd_queue_empty
    ,output logic           rd_cmd_queue_rd_req
    ,input          [63:0]  rd_cmd_queue_rd_data
    ,output logic                       rd_resp_val
    ,output logic   [63:0]              rd_cmd_resp
    ,input          [LOG_ADDR_W-1:0]    curr_log_wr_addr
    ,input                              has_wrapped
    ,output logic                       log_rd_req_val
    ,output logic   [LOG_ADDR_W-1:0]    log_rd_req_addr
    ,input                              log_rd_resp_val
    ,input          [63:0]              log_rd_resp_data
);
    typedef struct packed {
        logic                       get_metadata;
        logic   [LOG_ADDR_W-1:0]    log_addr_req;
    } rd_cmd_struct;
    localparam RD_CMD_STRUCT_W = 1 + LOG_ADDR_W;
    typedef enum logic[1:0] {
        READY = 2'd0,
        RD_REQ = 2'd1,
        RD_RESP = 2'd2,
        UND = 'X
    } state_e;
    state_e state_reg;
    state_e state_next;
    logic           store_cmd;
    logic   [63:0]  rd_cmd_queue_data_reg;
    logic   [63:0]  rd_cmd_queue_data_next;
    rd_cmd_struct rd_cmd_struct_cast;
    assign rd_cmd_struct_cast = rd_cmd_queue_data_reg[RD_CMD_STRUCT_W-1:0];
    always_ff @(posedge clk) begin
        if (rst) begin
            state_reg <= READY;
            rd_cmd_queue_data_reg <= '0;
        end
        else begin
            state_reg <= state_next;
            rd_cmd_queue_data_reg <= rd_cmd_queue_data_next;
        end
    end
    assign rd_cmd_queue_data_next = store_cmd 
                                    ? rd_cmd_queue_rd_data
                                    : rd_cmd_queue_data_reg;
    assign log_rd_req_addr = rd_cmd_struct_cast.log_addr_req;
    always_comb begin
        store_cmd = 1'b0;
        rd_resp_val = 1'b0;
        rd_cmd_queue_rd_req = 1'b0;
        log_rd_req_val = 1'b0;
        state_next = state_reg;
        case (state_reg)
            READY: begin
                if (~rd_cmd_queue_empty) begin
                    rd_cmd_queue_rd_req = 1'b1;
                    store_cmd = 1'b1;
                    state_next = RD_REQ;
               end 
               else begin
                   state_next = READY;
               end
            end 
            RD_REQ: begin
                log_rd_req_val = 1'b1;
                state_next = RD_RESP; 
            end
            RD_RESP: begin
                if (log_rd_resp_val | rd_cmd_struct_cast.get_metadata) begin
                    rd_resp_val = 1'b1;
                    state_next = READY;
                end 
                else begin
                    state_next = RD_RESP;
                end
            end
        endcase
    end
    logic   [63:0]  meta_data;
    assign meta_data = {{(64 -  LOG_ADDR_W - 1){1'b0}}, has_wrapped, curr_log_wr_addr};
    always_comb begin
        if (rd_cmd_struct_cast.get_metadata) begin
            if (rd_cmd_struct_cast.log_addr_req == 0) begin
                rd_cmd_resp = meta_data;
            end
            else begin
                rd_cmd_resp = {64{1'b1}}; 
            end
        end
        else begin
            rd_cmd_resp = log_rd_resp_data;
        end
    end
endmodule

===== flow/run.sh =====
#!/bin/bash
# OpenROAD 26Q1-2900-gdf79404cd8, Yosys 0.63+post, stock flow scripts
make -C /OpenROAD-flow-scripts/flow DESIGN_CONFIG=/design/flow/config.mk WORK_HOME=/design/flow/orfs finish

===== flow/config.mk =====
export PLATFORM = sky130hd
export DESIGN_NAME = logger_addr_mux
export DESIGN_NICKNAME = logger_addr_mux
export VERILOG_FILES = /design/flow/design.v
export SDC_FILE = /design/flow/constraint.sdc
export NUM_CORES = 4
export LEC_CHECK = 1
export CORE_AREA = 10 10 106 106
export DIE_AREA = 0 0 116 116

===== flow/constraint.sdc =====
current_design logger_addr_mux

set clk_period 11.4
set clk_io_pct 0.2

create_clock -name clk0 -period $clk_period [get_ports {clk}]

set non_clock_inputs [all_inputs -no_clocks]
set_input_delay [expr $clk_period * $clk_io_pct] -clock clk0 $non_clock_inputs
set_output_delay [expr $clk_period * $clk_io_pct] -clock clk0 [all_outputs]

==> run notes <==
run metrics: Peak supply drop roughly 0.063 mV, cts bufs inserted 3, Min-Delay Path Class reg -> reg, Routed Antenna Nets 0, Buffers on Ports approximately 180, clk buf depth 2, CP Buf/Inv Count 3, Post-route DRC 0, final hold violations 0, post-CTS setup buffers 0, Sequential cell area 342 sq um, per-instance average area after synthesis 5.88 sq um, first-pass GRT wire length 11000 um, Tot Pwr 0.217 mW, # fillers 909, GRT Resource Usage Total 10.1%, core area 8850 sq um, Top delay family on crit path buffers and inverters, CP endpoint rd_cmd_queue_rd_req, Critical Path Most Common Cell clkdlybuf4s50_1, Die Wd 116 um, DR WL/cell 15.9 um, tool warnings 75, cell total in the yosys stat output 219, Max stage delay on crit path 0.53 ns, CTS H-tree depth 1, period utilization 55.3%, max-slew violations 0, Worst setup SP type primary input, Die ar. 13500 sq um, Synth Seq Share about a quarter, Cell Type Count 18, # IOs 226, Vias 1879, Slowest cell on crit path clkdlybuf4s50_1, Layout Skew about 0.0055 ns, initial detailed-routing violation count 155, mapped cell area roughly 1300 sq um, reg-to-reg startpoint state_reg[0], number of cells on the critical path 4, Reg clk slew, reported paths approximately 0.07 ns, hold buffer count at CTS 0, status finished, final reports clean, WHS 0.468 ns, Sink Count 17, cells resized by post-CTS repair 0, YS chip area 1290 sq um, Init Core Util 14.6%, crit path DRT 9.12 ns, drt via density 3.95, Finish-stage setup viols 0, DP HPWL 6300 um, fin crit period 6.30 ns, TNS Setup 0 ns, Core Util, Final between 30% and 40%, max reg flops 14, die height 116 um, grt ovf 0, Least-Margin Pin Slew 0.679 ns, crit-path cells clkdlybuf4s50_1 > nand2b_1 > inv_2 > clkdlybuf4s50_1, vias in the first global route 2002, diodes inserted 0, layout cells sized above 1 2.72%, WL final 7550 um, Ys Warns 1, Root Driver clkbuf_8, crit-path max FO 16, Final Wtd Congestion 0.825, #FFs+latches synth 17, synth-to-layout area growth 137%, achievable frequency 159 MHz, Worst Setup End Kind primary output, RR Endpoint rd_cmd_queue_data_reg[6], TritonRoute pass-1 iters 4, Cells after Synth 219, R2R depth 4, Leak 1.20 nW, power per cell area 71.2 nW/um^2, Max Cap Viol 0, largest net degree at the start of global routing 67, Slew headroom between 50% and 60%, antenna violations before repair 0, critical path type in -> out, CTS tree done, unrepaired setup endpoints after global routing false, # rows 34, R2R setup slack 10.03 ns, clk latency late pin approximately 0.25 ns, arrival time of data at the critical path endpoint between 4 and 5 ns, Comb area about 760 sq um, worst setup path startpoint rd_cmd_queue_empty
## placed cells by master (no fill, tap or decap)
master,instances
a211o_1,1
a21oi_1,15
and4_2,1
buf_4,2
clkbuf_1,1
clkbuf_8,3
clkdlybuf4s50_1,175
dfxtp_1,16
dfxtp_2,1
inv_2,1
nand2_1,28
nand2b_1,1
nand4_1,1
nor2_1,103
nor2b_1,1
nor3_1,1
nor3b_1,1
nor4_2,2
o22a_1,14
## synth_stat cells, drive strengths merged
cell | number | area share (%)
nand2b | 1 | 0.49
nor3b | 1 | 0.58
a211o | 1 | 0.68
nor2b | 1 | 0.49
and4 | 1 | 0.68
nor4 | 2 | 1.9
nor2 | 103 | 30
a21oi | 15 | 5.8
inv | 1 | 0.29
buf | 27 | 13
o22a | 14 | 9.5
clkbuf | 5 | 1.5
nor3 | 1 | 0.39
dfxtp | 17 | 26
nand4 | 1 | 0.49
nand2 | 28 | 8.2
## cells by family (layout without fill, tap and decap cells)
family / count (synthesis) / after routing / share of synthesized area (%)
compound gates: 30 / 30 / 16.0
buf+inv: 33 / 182 / 14.4
flops: 17 / 17 / 26.4
simple gates: 139 / 139 / 43.2
## where the power goes
group | leakage, nW | switching, mW | internal, mW
combinational | 1.03 | 0.0306 | 0.0766
sequential | 0.140 | 0.00260 | 0.0630
clock | 0.0228 | 0.0198 | 0.0248
total | 1.20 | 0.0531 | 0.164
## how the worst min path moves through the flow
stage | from | endpoint | slack, ns | cells past startpoint
final | state_reg[0] | state_reg[0] | 0.47 | 1
after global routing | state_reg[0] | state_reg[0] | 0.50 | 1
after CTS | state_reg[0] | state_reg[0] | 0.47 | 1
## final cells by class
type                       instances  share of cell area (%)
clock buffer                       4                    1.47
sequential                        17                    11.2
multi-input combinational        169                    25.0
tap                              108                    4.42
inverter                           1                   0.123
timing repair buffer             177                    57.8
## metal layers
metal | track usage [%] | share of wire [%] | vias up
met2 | 17.5 | 45 | 104
met5 | 0 | 0 | -
met4 | 1.33 | 1.3 | 0
li1 | - | - | 980
met3 | 3.87 | 13 | 8
met1 | 11.9 | 41 | 787
## through the flow
stage          area (sq um)  std cells  worst slack (ns)
2_1_floorplan          1290        219              6.31
3_3_place_gp           3010        472              5.07
3_5_place_dp           3010        472              5.05
4_1_cts                3060        476              5.04
5_1_grt                3060        476              4.94
6_report               3060        476              5.10
Power is estimated from default activity; no workload was simulated.
