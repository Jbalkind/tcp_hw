`flow/design.v`:
```
module rd_circ_buf_ctrl_new 
(
     input clk
    ,input rst
    ,input                                          src_rd_buf_req_val
    ,output logic                                   rd_buf_src_req_rdy
    ,output logic                                   ctrl_rd_noc_req_val
    ,input  logic                                   rd_noc_ctrl_req_rdy
    ,input  logic                                   rd_noc_ctrl_resp_data_val
    ,input  logic                                   rd_noc_ctrl_resp_data_last
    ,output logic                                   ctrl_rd_noc_resp_data_rdy
    ,output logic                                   rd_buf_src_resp_data_val
    ,output logic                                   rd_buf_src_resp_data_last
    ,input  logic                                   src_rd_buf_resp_data_rdy
    ,output logic                                   ctrl_datap_store_req_state
    ,output logic                                   ctrl_datap_update_req_state
    ,output logic                                   ctrl_datap_save_req
    ,output logic                                   ctrl_datap_decr_bytes_out_reg
    ,output logic                                   ctrl_datap_store_shift
    ,output logic                                   ctrl_datap_use_shift
    ,output logic                                   ctrl_datap_write_upper
    ,output logic                                   ctrl_datap_shift_regs
    ,output logic                                   ctrl_datap_write_lower
    ,output logic                                   ctrl_datap_lower_zeros
    ,input  logic                                   datap_ctrl_split_req
    ,input  logic                                   datap_ctrl_last_data_out
);
    typedef enum logic[2:0] {
        READY = 3'd0,
        WRAP_REQ = 3'd4,
        WAIT_WRAP_RESP = 3'd5,
        WAIT_RESP = 3'd1,
        DATA_BUFFER = 3'd2,
        DATA_OUTPUT = 3'd3,
        DATA_DRAIN = 3'd7,
        DATA_OUT_FOR_WRAP = 3'd6,
        UND = 'X
    } state_e;
    state_e state_reg;
    state_e state_next;
    logic   need_wrap_reg;
    logic   need_wrap_next;
    logic   use_shift_reg;
    logic   use_shift_next;
    always_ff @(posedge clk) begin
        if (rst) begin
            state_reg <= READY;
            need_wrap_reg <= '0;
            use_shift_reg <= '0;
        end
        else begin
            state_reg <= state_next;
            need_wrap_reg <= need_wrap_next;
            use_shift_reg <= use_shift_next;
        end
    end
    assign ctrl_datap_use_shift = use_shift_reg;
    always_comb begin
        rd_buf_src_req_rdy = 1'b0;
        ctrl_rd_noc_req_val = 1'b0;
        rd_buf_src_resp_data_val = 1'b0;
        rd_buf_src_resp_data_last = 1'b0;
        ctrl_rd_noc_resp_data_rdy = 1'b0;
        ctrl_datap_store_req_state = 1'b0;
        ctrl_datap_update_req_state = 1'b0;
        ctrl_datap_write_upper = 1'b0;
        ctrl_datap_write_lower = 1'b0;
        ctrl_datap_store_shift = 1'b0;
        ctrl_datap_shift_regs = 1'b0;
        ctrl_datap_save_req = 1'b0;
        ctrl_datap_decr_bytes_out_reg = 1'b0;
        ctrl_datap_lower_zeros = 1'b0;
        use_shift_next = use_shift_reg;
        need_wrap_next = need_wrap_reg;
        state_next = state_reg;
        case (state_reg)
            READY: begin
                rd_buf_src_req_rdy = rd_noc_ctrl_req_rdy;
                ctrl_rd_noc_req_val = src_rd_buf_req_val;
                ctrl_datap_store_req_state = 1'b1;
                need_wrap_next = datap_ctrl_split_req;
                ctrl_datap_save_req = 1'b1;
                use_shift_next = 1'b0;
                if (src_rd_buf_req_val & rd_noc_ctrl_req_rdy) begin
                    state_next = WAIT_RESP;
                end
            end
            WAIT_RESP: begin
                ctrl_rd_noc_resp_data_rdy = 1'b1;
                if (rd_noc_ctrl_resp_data_val) begin
                    ctrl_datap_update_req_state = 1'b1;
                    if (rd_noc_ctrl_resp_data_last) begin
                        ctrl_datap_write_upper = 1'b1;
                        ctrl_datap_store_shift = 1'b1;
                        use_shift_next = use_shift_reg;
                        if (need_wrap_reg) begin
                            state_next = WRAP_REQ;
                        end
                        else begin
                            state_next = DATA_DRAIN;
                        end
                    end
                    else begin
                        ctrl_datap_shift_regs = 1'b1;
                        state_next = DATA_BUFFER;
                    end
                end
            end
            DATA_BUFFER: begin
                ctrl_rd_noc_resp_data_rdy = 1'b1;
                if (rd_noc_ctrl_resp_data_val) begin
                    ctrl_datap_shift_regs = 1'b1;
                    if (rd_noc_ctrl_resp_data_last) begin
                        if (need_wrap_reg) begin
                            ctrl_datap_store_shift = 1'b1;
                            state_next = DATA_OUT_FOR_WRAP;
                        end
                        else begin
                            state_next = DATA_DRAIN;
                        end
                    end
                    else begin
                        state_next = DATA_OUTPUT;
                    end
                end
            end
            DATA_OUTPUT: begin
                rd_buf_src_resp_data_val = rd_noc_ctrl_resp_data_val;
                ctrl_rd_noc_resp_data_rdy = src_rd_buf_resp_data_rdy;
                if (rd_noc_ctrl_resp_data_val & src_rd_buf_resp_data_rdy) begin
                    ctrl_datap_shift_regs = 1'b1;
                    ctrl_datap_decr_bytes_out_reg = 1'b1;
                    if (rd_noc_ctrl_resp_data_last) begin
                        if (need_wrap_reg) begin
                            ctrl_datap_store_shift = 1'b1;
                            state_next = DATA_OUT_FOR_WRAP;
                        end
                        else if (datap_ctrl_last_data_out) begin
                            rd_buf_src_resp_data_last = 1'b1;
                            state_next = READY;
                        end
                        else begin
                            state_next = DATA_DRAIN;
                        end
                    end
                end
            end
            DATA_DRAIN: begin
                rd_buf_src_resp_data_val = 1'b1;
                rd_buf_src_resp_data_last = datap_ctrl_last_data_out;
                if (src_rd_buf_resp_data_rdy) begin
                    if (~datap_ctrl_last_data_out) begin
                        ctrl_datap_decr_bytes_out_reg = 1'b1;
                        ctrl_datap_shift_regs = 1'b1;
                        ctrl_datap_lower_zeros = 1'b1;
                        state_next = DATA_DRAIN;
                    end
                    else begin
                        state_next = READY;
                    end
                end
            end
            DATA_OUT_FOR_WRAP: begin
                rd_buf_src_resp_data_val = 1'b1;
                if (src_rd_buf_resp_data_rdy) begin
                    ctrl_datap_decr_bytes_out_reg = 1'b1;
                    ctrl_datap_shift_regs = 1'b1;
                    state_next = WRAP_REQ;
                end
            end
            WRAP_REQ: begin
                ctrl_rd_noc_req_val = 1'b1;
                need_wrap_next = 1'b0;
                use_shift_next = 1'b1;
                if (rd_noc_ctrl_req_rdy) begin
                    state_next = WAIT_WRAP_RESP;
                end
            end
            WAIT_WRAP_RESP: begin
                ctrl_rd_noc_resp_data_rdy = 1'b1;
                if (rd_noc_ctrl_resp_data_val) begin
                    ctrl_datap_update_req_state = 1'b1;
                    ctrl_datap_write_lower = 1'b1;
                    if (rd_noc_ctrl_resp_data_last) begin
                        state_next = DATA_DRAIN;
                    end
                    else begin
                        state_next = DATA_OUTPUT;
                    end
                end
            end
            default: begin
                rd_buf_src_req_rdy = 'X;
                ctrl_rd_noc_req_val = 'X;
                ctrl_rd_noc_resp_data_rdy = 'X;
                ctrl_datap_store_req_state = 'X;
                ctrl_datap_update_req_state = 'X;
                ctrl_datap_write_upper = 'X;
                ctrl_datap_write_lower = 'X;
                ctrl_datap_store_shift = 'X;
                ctrl_datap_shift_regs = 'X;
                ctrl_datap_save_req = 'X;
                ctrl_datap_decr_bytes_out_reg = 'X;
                ctrl_datap_lower_zeros = 'X;
                use_shift_next = 'X;
                need_wrap_next = 'X;
                state_next = UND;
            end
        endcase
    end
endmodule
```
`flow/run.sh`:
```
#!/bin/bash
# OpenROAD 26Q1-2900-gdf79404cd8, Yosys 0.63+post, stock flow scripts
make -C /OpenROAD-flow-scripts/flow DESIGN_CONFIG=/design/flow/config.mk WORK_HOME=/design/flow/orfs finish
```
`flow/config.mk`:
```
export PLATFORM = sky130hd
export DESIGN_NAME = rd_circ_buf_ctrl_new
export DESIGN_NICKNAME = rd_circ_buf_ctrl_new
export VERILOG_FILES = /design/flow/design.v
export SDC_FILE = /design/flow/constraint.sdc
export NUM_CORES = 4
export LEC_CHECK = 1
export CORE_AREA = 10 10 72 72
export DIE_AREA = 0 0 82 82
```
`flow/constraint.sdc`:
```
current_design rd_circ_buf_ctrl_new

set clk_period 2.2
set clk_io_pct 0.2

create_clock -name clk0 -period $clk_period [get_ports {clk}]

set non_clock_inputs [all_inputs -no_clocks]
set_input_delay [expr $clk_period * $clk_io_pct] -clock clk0 $non_clock_inputs
set_output_delay [expr $clk_period * $clk_io_pct] -clock clk0 [all_outputs]
```
==> run_results.csv <==
group,metric,value,unit
run_status,status,"completed",
yosys,asyncSetResetFlopFracSynth,0,%
critical_path,cp-end-kind,"output port",
yosys,ys_dominant_reg_cell,"dfxtp_1",
yosys,synth-area-yosys,686,um^2
placement,dp_hpwl,1730,um
flow_run,warnings,26,
yosys,syn-instance-count,93,
timing,maxSlewHeadroom,72.7,%
pwr,power.density_cell_area,429,nW/um^2
critical_path,critical_path.top_delay_family,"buffers and inverters",
critical_path,r2r_cells,5,
clock_network,root_buffer,"clkbuf_8",
floorplan,floorplan.core_util,18.6,%
critical_path,worst_path_largest_cell_delay,0.41,ns
routing,first_iter_violations,82,
global_route,gr-total-overflow,0,
global_route,grtUsageTotal,6.36,%
pwr,ir_drop,0.359,mV
finish,largest_reg_flops,8,
yosys,yosysCellCount,93,
clock_network,tritoncts.num_buffers,3,
global_route,grt_pass1_wl,3470,um
critical_path,ff2ff_setup_slack,0.87,ns
yosys,synth_flops,10,
yosys,avgSynthCellArea,7.37,um^2
clock_network,clock.latency.late_pin,0.23,ns
critical_path,r2r_start,"state_reg[2]",
timing,final_layout_worst_hold_slack,0.474,ns
yosys,count_of_library_flops_with_an_enable_pin,0,
min_path,cells_on_worst_hold_path,2,
critical_path,critical_path_source_type,"flip-flop",
floorplan,floorplan.die.height,82,um
floorplan,floorplan.die.width,82,um
timing,worst-slew-pin-transition,0.409,ns
flow_run,max_cap_viol_count,0,
yosys,topCellsByArea,"dfxtp_1 (29%), nor2_1 (6.0%), nand2_1 (5.5%)",
yosys,synth.largest_area_cell,"dfxtp_1",
finish,postLayoutCellArea,1150,um^2
floorplan,fp.coreArea,3690,um^2
placement,post_place_instance_area,1070,um^2
floorplan,row_count,22,
placement,routabilityCongestion,0.866,
critical_path,r2r-end,"use_shift_reg",
timing,timing.fmax,476,MHz
yosys,synth-warning-count,1,
critical_path,crit_start,"state_reg[2]",
global_route,grt_max_degree,13,
clock_network,maximum_number_of_buffers_from_clock_root_to_sink,2,
critical_path,worst-endpoint-arrival,1.66,ns
timing,finalClockPeriodUsage,95.6,%
routing,drtAntennaViolNets,0,
routing,dr.pass1.iters,4,
floorplan,fp.dieArea,6720,um^2
timing,finalClockSkew,0.000297,ns
yosys,synth_cell_types,31,
clock_network,tritoncts_clock_tree,"done",
critical_path,worst-path-stages,4,
min_path,hp-class,"reg2reg",
routing,number_of_diodes,0,
critical_path,critical_path_class,"reg2out",
yosys,synth.top_cell.area_share,29.2,%
critical_path,worst_ep_required_time,1.76,ns
timing,unrepaired_setup_endpoints_after_global_routing,"true",
critical_path,cp.buffers_inverters,2,
global_route,number_of_antenna_violations_at_the_first_check_in_global_routing,0,
floorplan,pin_count,24,
min_path,holdPathEnd,"use_shift_reg",
routing,post-route-drc-count,0,
finish,drive_above_1_share,26.9,%
yosys,syn_area,686,um^2
clock_network,clk_pin_slew_worst_paths,0.05,ns
clock_network,clock_sinks,10,
critical_path,worstPathCellList,"or2_4, buf_4, a311o_1, clkdlybuf4s50_1",
routing,drt-vias-per-instance,4.40,
pwr,cellLeakagePower,0.481,nW
finish,synthToLayoutAreaGrowth,67.3,%
yosys,synth_seq_share,29.2,%
min_path,timing.hold.worst.start,"use_shift_reg",
routing,num_vias,783,
critical_path,cpMaxStageDelayCell,"clkdlybuf4s50_1",
placement,place.port_buffers,23,
routing,finalWirelength,2150,um
timing,drv_slew,0,
global_route,first_global_vias,758,
routing,route.detailed.wl_per_inst,12.1,um
critical_path,crit_fanout,4,
yosys,synth_dominant_cell_count,"nor2_1",
timing,number_of_failing_setup_endpoints_in_the_final_timing_report,0,
timing,timing_hold_violations_final,0,
clock_network,htreeDepth,1,
yosys,synth.top_cells.by_count,"nor2_1 (11), dfxtp_1 (10), nand2_1 (10)",
timing,layout_min_cycle_time,2.10,ns
[routing by layer]
layer  vias to the layer above  GRT usage [%]  part of all wire (%)
met5                         -              0                     0
met4                         0          0.680                  0.98
met3                         4           3.19                    11
met2                        24           8.93                    41
met1                       351           8.86                    48
li1                        404              -                     -
[cells in the final DEF, fill, tap and decap left out, types with 2 or more instances in the layout]
master,netlist,routed
nor2b_1,3,3
nand2_1,10,10
o21ai_0,7,6
or2_4,2,2
mux2i_1,2,2
o21ai_1,1,2
nand2b_1,4,4
nor2_2,0,2
nor2_1,11,8
nand3_1,5,4
a22oi_1,2,2
clkdlybuf4s50_1,0,14
a21oi_1,5,5
dlymetal6s2s_1,0,2
clkbuf_8,0,3
inv_1,4,4
a221oi_1,2,2
nand4_1,3,3
buf_4,1,18
dlygate4sd2_1,0,6
dfxtp_1,10,9
[metrics by stage]
step | power, mW | utilization, % | TNS (ns) | std cells | worst slack [ns]
floorplan | 0.240 | - | 0 | 93 | 0.500
global placement | 0.310 | 29.1 | -0.566 | 174 | -0.187
detailed placement | 0.310 | 29.1 | -0.614 | 174 | -0.178
CTS | 0.497 | 30.8 | 0 | 178 | 0.00622
global route | 0.521 | 31.1 | -0.0308 | 178 | -0.0308
finish | 0.492 | 31.1 | 0 | 178 | 0.0976
[where the power goes]
part | total (mW) | switching [mW] | internal [mW]
combinational | 0.115 | 0.0470 | 0.0677
clock | 0.185 | 0.0661 | 0.119
sequential | 0.192 | 0.00550 | 0.186
total | 0.492 | 0.119 | 0.374
[cells by family (layout without fill, tap and decap cells)]
family | after synthesis | in the layout | share of synthesized area (%)
buf+inv | 11 | 48 | 6.75
compound gates | 23 | 23 | 21.7
mux | 2 | 2 | 2.92
flops | 10 | 10 | 29.2
simple gates | 47 | 47 | 39.4
[worst max path at each step]
| stage | to | slack, ns |
|---|---|---|
| CTS | rd_buf_src_req_rdy | 0.006 |
| finish | ctrl_rd_noc_resp_data_rdy | 0.1 |
| global route | ctrl_datap_lower_zeros | -0.03 |
[worst register-to-register path: stages, from the launching register on]
cell and delay (ns):
dfxtp_1 0.30, or2_4 0.24, buf_4 0.16, nor4_4 0.23
buf_4 0.17, mux2i_1 0.16
[repair_timing]
action	4_1_cts	5_1_grt
gates cloned	0	0
setup buffers	1	0
pin swaps	1	4
gates resized	14	8
endpoints found under the setup margin	10	6
hold buffers	0	0
[final cells by class]
cell class	count	area, um^2
sequential	10	201
clock buffer	3	41.3
timing repair buffer	41	358
multi-input combinational	72	472
tap	48	60.1
inverter	4	15.0
fill	394	2540
Power is estimated from default activity; no workload was simulated.
